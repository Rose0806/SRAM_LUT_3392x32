==> /design/flow/design.v <==
module Rotational_Ensemble_calculator_Y_8_C(
			out1_R, out2_R, out3_R, out4_R,
            out1_L, out2_L, out3_L, out4_L,
            out1_U, out2_U, out3_U, out4_U,
            out1_D, out2_D, out3_D, out4_D,
			out1_buffer,out2_buffer, out3_buffer, out4_buffer
			);
input signed [10:0] out1_R, out2_R, out3_R, out4_R;
input signed [10:0] out1_L, out2_L, out3_L, out4_L;
input signed [10:0] out1_U, out2_U, out3_U, out4_U;
input signed [10:0] out1_D, out2_D, out3_D, out4_D;
output signed [8:0] out1_buffer,out2_buffer, out3_buffer, out4_buffer;
wire signed [12:0] out1_1 = (out1_R + out4_L) + (out2_U + out3_D);
wire signed [8:0] out1_1_ = $signed({1'b0,out1_1[10:3]}) + $signed({7'b0,out1_1[2]});  
wire signed [8:0] out1_buffer = (out1_1[12])? 16 : (out1_1 >= 1752)? 235 : (out1_1_+16) ;  
wire signed [12:0] out2_1 = (out2_R + out3_L) + (out4_U + out1_D);
wire signed [8:0] out2_1_ = $signed({1'b0,out2_1[10:3]}) + $signed({7'b0,out2_1[2]}); 
wire signed [8:0] out2_buffer = (out2_1[12])? 16 : (out2_1 >= 1752)? 235 : (out2_1_+16) ;
wire signed [12:0] out3_1 = (out3_R + out2_L) + (out1_U + out4_D);
wire signed [8:0] out3_1_ = $signed({1'b0,out3_1[10:3]}) + $signed({7'b0,out3_1[2]}); 
wire signed [8:0] out3_buffer = (out3_1[12])? 16 : (out3_1 >= 1752)? 235 : (out3_1_+16) ;
wire signed [12:0] out4_1 = (out4_R + out1_L) + (out3_U + out2_D);
wire signed [8:0] out4_1_ = $signed({1'b0,out4_1[10:3]}) + $signed({7'b0,out4_1[2]}); 
wire signed [8:0] out4_buffer = (out4_1[12])? 16 : (out4_1 >= 1752)? 235 : (out4_1_+16) ;
endmodule
==> /design/flow/run.sh <==
#!/bin/bash
# OpenROAD 26Q1-2900-gdf79404cd8, Yosys 0.63+post, stock flow scripts
make -C /OpenROAD-flow-scripts/flow DESIGN_CONFIG=/design/flow/config.mk WORK_HOME=/design/flow/orfs finish
==> /design/flow/config.mk <==
export PLATFORM = sky130hd
export DESIGN_NAME = Rotational_Ensemble_calculator_Y_8_C
export DESIGN_NICKNAME = Rotational_Ensemble_calculator_Y_8_C
export VERILOG_FILES = /design/flow/design.v
export SDC_FILE = /design/flow/constraint.sdc
export NUM_CORES = 4
export LEC_CHECK = 1
export CORE_UTILIZATION = 30
==> /design/flow/constraint.sdc <==
current_design Rotational_Ensemble_calculator_Y_8_C

set clk_period 12.0
set clk_io_pct 0.2

create_clock -name clk0 -period $clk_period

set non_clock_inputs [all_inputs -no_clocks]
set_input_delay [expr $clk_period * $clk_io_pct] -clock clk0 $non_clock_inputs
set_output_delay [expr $clk_period * $clk_io_pct] -clock clk0 [all_outputs]
==> CHANGELOG.md <==
## Implementation

- Global placer's final weighted congestion: 0.8486
- Cell Rows: 50
- Seq_cells: 0
- Synth area leader: sky130_fd_sc_hd__fa_1
- Wire length of the first global-routing pass: roughly 21 mm
- Number of OpenROAD warnings: 36
- Worst-margin pin slew: ~700 ps
- Number of hold violations in the final report: 0
- Sum of net half-perimeters after detailed placement: 10.89 mm
- Fin util: 43.32%
- Pin count of the biggest net entering global routing: 10
- Vias after detailed routing: a little over 5000
- Status: finished clean
- Ys Warns: 0
- Seq/Total Area, Yosys: 0%
- Overflow left after global routing: 0
- Starting density of the core: roughly 31%
- RSZ-0062 raised after global routing: false
- Share of layout cells above drive strength 1: ~1.2%
- Number of diodes added for antenna fixing: 0
- P&R area growth vs syn: 40.97%
- Share of Yosys cell area claimed by the top area cell type: around a third
- Leak Pwr: between 4 and 5 nW
- Die X-Extent: 140.9 um
- Layout clock buffer count: 0
- Most popular library cell in the synthesized design by count: sky130_fd_sc_hd__inv_1
- DRC errors left: 0
- Count of TritonRoute iterations in the first routing pass: 4
- Startpoint-to-endpoint class of the critical path: input port to output pin
- Critical Path Fanout Max: 6
- Post-synth area hogs: sky130_fd_sc_hd__fa_1 (32%), sky130_fd_sc_hd__inv_1 (15%), sky130_fd_sc_hd__ha_1 (13%)
- Arrival time reported for the critical path endpoint: between 6000 and 7000 ps
- Class of the worst hold path: input port to output pin
- Cell resize tally after clock tree synthesis: 0
- Power per cell area: approximately 160 nW/um^2
- GRT Total Usage: 12.66%
- Final-report setup violation count: 0
- Die Ht: ~140 um
- Port Buf Inserts: roughly 210
- Area of the mapped netlist: 5787 sq um
- Layout fillers: roughly 1900
- Post-Route WL: 11.72 mm
- Area of the core region: about 19000 sq um
- Vias in the first global route: about 5000
- Antenna violations before repair: 0
- DRC marker count from the first detailed-route iteration: between 90 and 100
- Total negative setup slack: 0 ps
- Vias per std cell: roughly 4.4
- Max Clk Rate: 109.4 MHz
- Number of buffers inserted by post-CTS setup repair: 0
- Highest ir drop seen on vdd: around 0.14 mV
- Startpoint class of the critical path: input port
- Max Transition Viols Final: 0
- Post-route clock period utilization: 76.19%
- Mean post-synth cell area: approximately 8 sq um
- Gate count after technology mapping: about 730
- Die Outline Area: 19850 sq um
- Worst slew margin: between 50% and 60%
- Maximum Capacitance Violations: 0
- Number of top-level design ports: 212
- Required time of the critical path: 9600 ps
- Post-synth cell types: between 60 and 70
- Synthesis area per yosys: around 5800 sq um
- Top cells by instance count after synthesis: sky130_fd_sc_hd__inv_1 (236), sky130_fd_sc_hd__fa_1 (92), sky130_fd_sc_hd__ha_1 (60), sky130_fd_sc_hd__a21oi_1 (36), sky130_fd_sc_hd__nor2_1 (35)
- Ys cells: roughly 730
- Seq. cell area: 0 sq um
- Sort of element at the end of the critical path: output pin
- Wire per inst: between 9 and 10 um
- Count of nets left with antenna violations after detail routing: 0
- Final critical-path required period: 9143 ps
- Cts-stage hold buffer count: 0
critical path, cell delays in order:
cell                              delay [ps]
sky130_fd_sc_hd__clkdlybuf4s50_1         460
sky130_fd_sc_hd__inv_1                    50
sky130_fd_sc_hd__fa_1                    510
sky130_fd_sc_hd__fa_1                    520
sky130_fd_sc_hd__inv_1                    40
sky130_fd_sc_hd__ha_1                    230
sky130_fd_sc_hd__fa_1                    410
sky130_fd_sc_hd__a21oi_1                 180
sky130_fd_sc_hd__o21bai_1                120
sky130_fd_sc_hd__a211o_1                 300
sky130_fd_sc_hd__a22oi_1                 370
sky130_fd_sc_hd__a31oi_2                 170
sky130_fd_sc_hd__o31a_4                  340
sky130_fd_sc_hd__a21oi_1                 170
sky130_fd_sc_hd__clkdlybuf4s50_1         480
through the flow:
step	area [sq um]	setup slack (ps)	power (mW)	hold WS, ps	instances
after CTS	8158	2837	1.353	6350	1191
after floorplan	5798	4050	0.8655	5325	731
after global routing	8158	2601	1.516	6415	1191
final	8158	2857	1.331	6323	1191
after detailed placement	8158	2856	1.341	6351	1191
after global placement	8158	2906	1.349	6338	1191
cells in the final DEF (no fill, tap or decap), drive strengths merged, types with 3 or more instances in the layout:
| cell type | synthesis | layout |
|---|---|---|
| and4 | 4 | 4 |
| nand3 | 14 | 14 |
| and3 | 6 | 6 |
| ha | 60 | 60 |
| conb | 1 | 4 |
| o211ai | 3 | 3 |
| o311a | 4 | 4 |
| a311oi | 4 | 4 |
| a211oi | 8 | 8 |
| or2 | 3 | 3 |
| nand4 | 5 | 5 |
| or3 | 4 | 4 |
| nand2 | 16 | 16 |
| nor2 | 35 | 35 |
| or4b | 3 | 3 |
| a22oi | 5 | 5 |
| nor3b | 6 | 6 |
| a21oi | 36 | 36 |
| a41oi | 4 | 4 |
| inv | 236 | 236 |
| o21a | 19 | 19 |
| a221oi | 3 | 3 |
| o31ai | 4 | 4 |
| a21o | 20 | 20 |
| a211o | 5 | 5 |
| o21ai | 17 | 17 |
| clkdlybuf4s50 | 0 | 208 |
| and2 | 3 | 3 |
| fa | 92 | 92 |
| nand2b | 9 | 9 |
| nor3 | 14 | 14 |
| a31oi | 9 | 9 |
| xor2 | 17 | 17 |
| nor4 | 3 | 3 |
| xnor2 | 22 | 22 |
logic make-up after synthesis:
family / count (synthesis) / share of synthesized area, %
buf+inv: 244 / 16.13
fa+ha+maj: 152 / 44.80
mux: 2 / 0.3460
other cells: 1 / 0.06480
simple gates: 134 / 12.89
xor+xnor: 40 / 6.313
compound gates: 155 / 19.46
per-layer routing:
| layer | share of wire, % | GRT usage (%) | vias to the layer above |
|---|---|---|---|
| met1 | 44 | 17.79 | 2344 |
| li1 | - | - | 2734 |
| met3 | 4.5 | 1.073 | 0 |
| met4 | 0 | 0 | 0 |
| met5 | 0 | 0 | - |
| met2 | 51 | 22.94 | 112 |
where the power goes:
group	internal (mW)	switching [mW]
Combinational	0.699	0.632
Sequential	0	0
Clock	0	0
Total	0.699	0.632
cell type report:
type	count	area, sq um	share of cell area, %
multi-input combinational	487	4865	59.63
timing repair buffer	208	2082	25.52
inverter	236	885.9	10.86
tap	260	325.3	3.988
final timing paths:
kind                          to  startpoint  slack, ps  cells after the start
setup / recovery  out2_buffer[0]   out2_R[1]       2860                     15
hold / removal    out1_buffer[7]   out3_D[8]       6320                      7
No activity file was given, so power comes from the tool's default toggle rates.

==> flow/design.v <==
module Direction_Calculator_Y_8(
			clk, rst, center, data1, data2, O0, O1, O2, O3, 
			O0_addr, O1_addr, O2_addr, O3_addr,
			out1, out2, out3, out4
			);
input clk, rst;
input [7:0] center, data1, data2;  
input [31:0] O0, O1, O2, O3;  
output reg [11:0] O0_addr, O1_addr, O2_addr, O3_addr;
output reg signed [10:0] out1, out2, out3, out4; 
wire [7:0] center_Normal = center-16;
wire [7:0] data1_Normal = data1-16;
wire [7:0] data2_Normal = data2-16;
wire [3:0] img_a1 = center_Normal[7:4];  
wire [3:0] img_b1 = data1_Normal[7:4];
wire [3:0] img_c1 = data2_Normal[7:4];
wire [4:0] img_a2 = img_a1 + 1;  
wire [4:0] img_b2 = img_b1 + 1;
wire [4:0] img_c2 = img_c1 + 1;
wire [2:0] Lx = center[3:1];
wire [2:0] Ly = data1[3:1];
wire [2:0] Lz = data2[3:1];
wire [11:0] addr_P000 = img_a1*225 + img_b1*15 + img_c1;  
wire [11:0] addr_P001 = addr_P000 + 1;
wire [11:0] addr_P010 = addr_P000 + 15;
wire [11:0] addr_P011 = addr_P000 + 16;
wire [11:0] addr_P100 = addr_P000 + 225;
wire [11:0] addr_P101 = addr_P000 + 226;
wire [11:0] addr_P110 = addr_P000 + 240;
wire [11:0] addr_P111 = addr_P000 + 241;
reg signed [4:0] W0;  
reg signed [3:0] W1, W2, W3;  
reg [3:0] W0_;  
reg [2:0] W1_, W2_, W3_;  
always@(posedge clk, posedge rst) begin
	if(rst) begin
		W0 <= 0;
		W1 <= 0;
		W2 <= 0;
		W3 <= 0;
	end
	else begin
		W0 <= {1'b0, W0_};
		W1 <= {1'b0, W1_};
		W2 <= {1'b0, W2_};
		W3 <= {1'b0, W3_};
		out1  <= ($signed(O0[31:24])*W0 + $signed(O1[31:24])*W1) + ($signed(O2[31:24])*W2 + $signed(O3[31:24])*W3);
		out2  <= ($signed(O0[23:16])*W0 + $signed(O1[23:16])*W1) + ($signed(O2[23:16])*W2 + $signed(O3[23:16])*W3);
		out3  <= ($signed(O0[15:8])*W0 + $signed(O1[15:8])*W1) + ($signed(O2[15:8])*W2 + $signed(O3[15:8])*W3);
		out4  <= ($signed(O0[7:0])*W0 + $signed(O1[7:0])*W1) + ($signed(O2[7:0])*W2 + $signed(O3[7:0])*W3);		 
	end
end
always@(*) begin
	if(Lx > Ly) begin
		if(Ly > Lz) begin
			W0_ = 8 - Lx;
			W1_ = Lx - Ly;
			W2_ = Ly - Lz;
			W3_ = Lz;
			O0_addr = addr_P000;			
			O1_addr = addr_P100;
			O2_addr = addr_P110;
			O3_addr = addr_P111;			
		end
		else if(Lx > Lz) begin
			W0_ = 8 - Lx;
			W1_ = Lx - Lz;
			W2_ = Lz - Ly;
			W3_ = Ly;
			O0_addr = addr_P000;
			O1_addr = addr_P100;
			O2_addr = addr_P101;
			O3_addr = addr_P111;			                           
		end
		else begin
			W0_ = 8 - Lz;
			W1_ = Lz - Lx;
			W2_ = Lx - Ly;
			W3_ = Ly;
			O0_addr = addr_P000;
			O1_addr = addr_P001;
			O2_addr = addr_P101;
			O3_addr = addr_P111;			                          
		end
	end
	else begin
		if(Lz > Ly) begin
			W0_ = 8 - Lz;
			W1_ = Lz - Ly;
			W2_ = Ly - Lx;
			W3_ = Lx;
			O0_addr = addr_P000;
			O1_addr = addr_P001;
			O2_addr = addr_P011;
			O3_addr = addr_P111;			
		end
		else if(Lz > Lx) begin
			W0_ = 8 - Ly;
			W1_ = Ly - Lz;
			W2_ = Lz - Lx;
			W3_ = Lx;
			O0_addr = addr_P000;
			O1_addr = addr_P010;
			O2_addr = addr_P011;
			O3_addr = addr_P111;                         
		end
		else begin
			W0_ = 8 - Ly;
			W1_ = Ly - Lx;
			W2_ = Lx - Lz;
			W3_ = Lz;
			O0_addr = addr_P000;
			O1_addr = addr_P010;
			O2_addr = addr_P110;
			O3_addr = addr_P111;			
		end
	end
end
endmodule
==> flow/run.sh <==
#!/bin/bash
# OpenROAD 26Q1-2900-gdf79404cd8, Yosys 0.63+post, stock flow scripts
make -C /OpenROAD-flow-scripts/flow DESIGN_CONFIG=/design/flow/config.mk WORK_HOME=/design/flow/orfs finish
==> flow/config.mk <==
export PLATFORM = sky130hd
export DESIGN_NAME = Direction_Calculator_Y_8
export DESIGN_NICKNAME = Direction_Calculator_Y_8
export VERILOG_FILES = /design/flow/design.v
export SDC_FILE = /design/flow/constraint.sdc
export NUM_CORES = 4
export LEC_CHECK = 1
export CORE_UTILIZATION = 30
==> flow/constraint.sdc <==
current_design Direction_Calculator_Y_8

set clk_period 9.9
set clk_io_pct 0.2

create_clock -name clk0 -period $clk_period [get_ports {clk}]

set non_clock_inputs [all_inputs -no_clocks]
set_input_delay [expr $clk_period * $clk_io_pct] -clock clk0 $non_clock_inputs
set_output_delay [expr $clk_period * $clk_io_pct] -clock clk0 [all_outputs]
==> qor.yml <==
floorplanning:
  fp-row-count: 94
  die.size.y_um: 260
  core_mm2: 0.0656
  io_pins: 246
  fp-utilization_pct: 30.3
  die_area_mm2: 0.0673
  dieWidth_um: 260
yosys:
  area_leaders: "fa_1 (36%), ha_1 (18%), inv_1 (9.9%)"
  synth_cells: 2129
  ys_sh_simple_pct: 14.6
  fa_ha_area_share_pct: 53.4
  yosysUniqueCellTypes: 59
  ys_async_sr_fraction_pct: 22.8
  ff_type: "edfxtp_1"
  syn_area_mm2: 0.0199
  synth_top_cell_by_area: "fa_1"
  yosys.area_share.xor_xnor_pct: 7.51
  syn_area_per_cell_um2: 9.34
  synth-compound-area-share_pct: 4.54
  mux_share_pct: 0.560
  ys_seq_share_pct: 8.28
  ys_area_mm2: 0.0199
  synth.logic.top_family: "adder cells"
  ys_cells: 2129
  yosys_register_bits: 57
  synth_warnings: 1
  synth-edff-count: 44
  top_area_share_pct: 35.5
clock_network:
  cts.sinks: 57
  cts_tree: "built"
  path_clk_slew_ns: 0.06
  worstSkewPairLatency_ns: 0.36
  postCtsSetupBuffers: 0
  root_buffer: "clkbuf_16"
  clock_path_buffers: 2
  cts_max_level: 3
  hold_buffers: 0
  cts_buffers: 9
hold_path:
  hold_path_class: "flop to flop"
  hold_depth: 3
critical_path:
  worst-path-max-fanout: 18
  cp_cell_sequence: "clkdlybuf4s50_1 -> inv_1 -> ha_1 -> xor2_1 -> ha_1 -> fa_1 -> inv_1 -> fa_1 -> inv_1 -> ha_1 -> inv_1 -> fa_1 -> and2b_1 -> o22ai_1 -> xnor2_1 -> buf_12 -> nor2_1 -> o221ai_1 -> and4b_2 -> xor2_1 -> clkdlybuf4s50_1"
  cp_num_cells: 21
  cpMostUsedCell: "inv_1"
  crit_path_end_kind: "output pin"
  start_kind: "input pin"
  cp_top_family: "adder cells"
  critical_path.slowest_cell: "clkdlybuf4s50_1"
  r2r_cells: 19
  max_stage_delay_ns: 0.53
  worstPathArrival_ns: 7.57
  cp_num_buf_inv: 7
  cp.required_ns: 7.92
  worstSetupPathType: "input pin to output pin"
job:
  max-cap-violations: 0
  warnings: 53
layout:
  final_area_mm2: 0.0238
  instances_no_fill: 3232
  syn2layout_area_growth_pct: 19.5
  utilization_pct: 36.2
  drive_gt1_share_pct: 2.92
final_timing:
  relSlewSlack_pct: 44.7
  hold_viol_final: 0
  max_freq_ghz: 0.105
  fin_crit_sh_pct: 96.5
  whs_ns: 1.13
  skew_ns: 0.00927
  timing.final.ws_setup_ns: 0.349
  rsz0062_at_grt: "no"
  maxSlewViolCount: 0
  fin_crit_ns: 9.55
  setup_violations: 0
  tightest_slew_ns: 0.826
  finalSetupTns_ns: 0
routing:
  firstDrtPassIters: 4
  drtIter0Drc: 465
  vias_per_cell: 4.35
  wire_per_inst_um: 15.2
  antenna_left: 0
  vias: 14100
  drt-total-wl_um: 49100
  drc: 0
placed_design:
  pre_cts_ws_ns: 0.321
  placedCellCount: 3210
  hpwlAfterDp_um: 40500
  port_buffers: 242
  place_area_mm2: 0.0234
  gp_congestion: 0.907
grt:
  grt_use_total_pct: 16.0
  antenna_found_initial: 21
  grt_pass1_wl_um: 80400
  grt_pass1_vias: 15100
  grt-ovfl-total: 0
  grt_max_degree: 50
outcome:
  status: "finished, final reports clean"
metal layers:
layer  share of wire [%]  track usage, %  vias to the layer above
li1                    -               -                     6864
met1                  43            22.1                     6727
met2                  46            25.3                      388
met3                 9.5            6.11                       58
met4                 1.0            1.29                       32
met5                0.45               0                        -
Yosys cell counts, types with 2 or more instances:
cell type and n:
edfxtp_1 44, inv_1 527, nand3b_1 8, and2_1 310, o21ai_1 3, o21ai_0 27, fa_1 353, a21boi_0 3
xnor2_1 124, nor2_1 32, o22a_1 4, buf_4 4, xor2_2 3, and3_1 3, a221oi_1 3, o21bai_1 9
mux2i_1 10, nor3_1 11, a21oi_1 47, clkbuf_1 45, nand2_1 139, a21o_1 7, nor4_1 2, xor2_1 36
o2bb2ai_1 2, buf_2 4, dfrtp_1 13, nor3b_1 2, or2_2 4, a31oi_1 4, a31o_2 2, nand4_1 2
nand3_1 11, o22ai_1 6, ha_1 284, nor2b_1 3, a21oi_2 4, o221ai_1 4, a211oi_1 8, nand2b_1 3
area by class of cell:
| type | count | area, µm² |
|---|---|---|
| multi-input cells | 1489 | 16100 |
| repair buffers | 271 | 2650 |
| clock buffers | 15 | 333 |
| inverters | 529 | 1990 |
| diodes | 6 | 15.0 |
| fillers | 6461 | 41800 |
| flip-flops and latches | 57 | 1650 |
| clock inverters | 1 | 6.26 |
| well taps | 864 | 1080 |
tightest hold or removal path: cells and delay by family (launching register included):
family / cells / cell delay [ns]
adders and majority gates: 1 / 0.12
and+or+nand+nor: 1 / 0.19
buffers and inverters: 1 / 0.38
DFF: 1 / 0.32
cell usage in the layout, fill, tap and decap left out, types with 7 or more instances in the layout:
master,instances
xnor2_1,124
a21oi_1,47
inv_1,526
clkdlybuf4s50_1,242
nand3b_1,8
xor2_1,34
fa_1,353
nor2_1,31
nor3_1,11
clkbuf_16,13
ha_1,284
dfrtp_1,13
o21ai_0,27
nand3_1,11
a211oi_1,7
mux2i_1,10
buf_4,28
o21bai_1,9
a21o_1,7
edfxtp_1,44
nand2_1,139
and2_1,310
registers in the layout, indices dropped and copies added (netlist names):
signal,cells
out1,11
W3,3
W2,3
out3,11
W1,3
out2,11
out4,11
W0,4
logic make-up after synthesis:
family	Yosys count
fa+ha+maj	637
compound gates	142
flops	57
xor+xnor	165
simple gates	534
mux	11
buf+inv	583
repair_timing:
action,in CTS,in global routing
resized,0,3
setup endpoints to repair,0,3
hold endpoints to repair,0,0
path summary, 6_finish.rpt:
path	startpoint	slack, ns	endpoint
worst min-delay path	W0[0]	1.13	out1[0]
min in group asynchronous	rst	2.40	W2[2]
max in group asynchronous	rst	7.05	W0[1]
worst max-delay path	data1[4]	0.35	O2_addr[11]
worst max register to register	W2[2]	4.02	out3[10]
worst min register to register	W0[0]	1.13	out1[0]
